==> design/flow/design.v <==
module int_div
(
input[31:0] a, 
input[31:0] b,
output reg [31:0] yshang,
output reg [31:0] yyushu
);
reg[31:0] tempa;
reg[31:0] tempb;
reg[63:0] temp_a;
reg[63:0] temp_b;
integer i;
always @(a or b)
begin
    tempa <= a;
    tempb <= b;
end
always @(tempa or tempb)
begin
    temp_a = {32'h00000000,tempa};
    temp_b = {tempb,32'h00000000}; 
    for(i = 0;i < 32;i = i + 1)
        begin
            temp_a = {temp_a[62:0],1'b0};
            if(temp_a[63:32] >= tempb)
                temp_a = temp_a - temp_b + 1'b1;
            else
				temp_a = temp_a;
        end
    yshang <= temp_a[31:0];
    yyushu <= temp_a[63:32];
end
endmodule 
==> design/flow/run.sh <==
#!/bin/bash
# OpenROAD 26Q1-2900-gdf79404cd8, Yosys 0.63+post, stock flow scripts
make -C /OpenROAD-flow-scripts/flow DESIGN_CONFIG=/design/flow/config.mk WORK_HOME=/design/flow/orfs finish
==> design/flow/config.mk <==
export PLATFORM = sky130hd
export DESIGN_NAME = int_div
export DESIGN_NICKNAME = int_div
export VERILOG_FILES = /design/flow/design.v
export SDC_FILE = /design/flow/constraint.sdc
export NUM_CORES = 4
export LEC_CHECK = 1
export CORE_UTILIZATION = 30
==> design/flow/constraint.sdc <==
current_design int_div

set clk_period 215.5
set clk_io_pct 0.2

create_clock -name clk0 -period $clk_period

set non_clock_inputs [all_inputs -no_clocks]
set_input_delay [expr $clk_period * $clk_io_pct] -clock clk0 $non_clock_inputs
set_output_delay [expr $clk_period * $clk_io_pct] -clock clk0 [all_outputs]
==> run_results.csv <==
group,metric,value,unit
run_status,outcome,"finished with violations",
run_status,violated_checks,"max-slew violations",
die,floorplan.core_util,30.1,%
setup_path,path_buffers,83,
grt,pin_count_of_the_biggest_net_entering_global_routing,83,
die,die_x,752,um
drt,drc,0,
setup_path,worst_path_max_delay_cell,"sky130_fd_sc_hd__a22oi_1",
setup_path,critical_path_class,"primary input to output port",
placed_design,finalWeightedCongestion,1.09,
cells_and_area,flops,0,
drt,dr_vias,214362,
power_and_ir_drop,maximum_resistive_drop_on_vdd,0.0000491,V
setup_path,critical_path_required,172.40,ns
placed_design,placed_cell_area,217000,sq um
setup_path,critPathCaptureType,"output port",
drt,violation_count_after_the_first_detailed_routing_iteration,19192,
placed_design,number_of_port_buffers,128,
final_timing,finalSetupViolations,0,
setup_path,worstPathArrival,168.76,ns
grt,overflow,0,
yosys,seq_area_frac_synth,0,%
yosys,synth_chip_area,169000,sq um
drt,wl,991000,um
setup_path,crit_path_max_incr_delay,1.22,ns
cells_and_area,flop_area,0,sq um
yosys,synthesis.area,169000,sq um
die,die-area,566000,sq um
final_timing,final.period_utilization,98.3,%
power_and_ir_drop,cellInternalPower,887,uW
power_and_ir_drop,sw_frac_of_total,51.9,%
final_timing,timing.slew.headroom,-1.11,%
yosys,syn_inst,25006,
final_timing,rsz0062_at_grt,"false",
setup_path,timing.critical_path.from_type,"primary input",
hold_path,min_from,"b[27]",
grt,track_usage,34.2,%
yosys,yosys_warnings,1,
setup_path,critical-path-top-cell-by-count,"sky130_fd_sc_hd__buf_4",
placed_design,hpwlAfterDp,862000,um
power_and_ir_drop,finalPower,1.84,mW
final_timing,final_report_max_slew_violation_count,3,
final_timing,final.min_clock_period,211.86,ns
final_timing,tightestPinTransition,1.52,ns
die,num_io_pins,128,
hold_path,hold_path_depth,9,
power_and_ir_drop,switchingPower,958,uW
drt,drt_pre_antenna_iters,8,
die,rows,275,
setup_path,family_of_cells_with_the_greatest_summed_delay_on_the_critical_path,"AND-OR/OR-AND gates",
drt,routedWlPerCell,26.8,um
die,coreArea,561000,sq um
setup_path,worstPathMaxFanout,65,
grt,first_global_vias,201371,
yosys,synthesis.area_per_instance,6.76,sq um
cells_and_area,final_layout_size_suffix_gt1_share,20.0,%
final_timing,hold_viol,0,
power_and_ir_drop,power.density,8.51,nW/um^2
hold_path,holdPathEnd,"yyushu[29]",
drt,route.detailed.vias_per_inst,5.79,
clock_network,cts_post_setup_buffers_inserted,0,
grt,antenna_found_initial,85,
cells_and_area,clkbuf_count,0,
run,max_cap_violations,0,
cells_and_area,fin_area,217000,sq um
yosys,ys_types,106,
yosys,synth.yosys.num_cells,25006,
final_timing,hold_slack,88.23,ns
grt,global_route_wire_length_before_repair,1410000,um
drt,drt.antenna.violating_nets,0,
hold_path,timing.hold.worst.class,"primary input to output port",
placed_design,dp.cells,36945,
final_timing,clock.fmax,4.72,MHz
die,die-height,752,um
power_and_ir_drop,leakage,110,nW
run,stage_log_warning_count,508,
cells_and_area,area_growth_synth_to_finish,28.4,%
cells_and_area,layoutNonFillerInstCount,36999,
[tightest hold or removal path: stages]
cell                              delay, ns
sky130_fd_sc_hd__buf_2                 0.08
sky130_fd_sc_hd__buf_4                 0.46
sky130_fd_sc_hd__fa_1                  0.27
sky130_fd_sc_hd__buf_4                 0.12
sky130_fd_sc_hd__xnor2_1               0.07
sky130_fd_sc_hd__nor2_1                0.19
sky130_fd_sc_hd__buf_4                 0.18
sky130_fd_sc_hd__o31ai_1               0.15
sky130_fd_sc_hd__clkdlybuf4s50_1       0.46
[layer usage]
layer | vias to the layer above | share of wire [%] | GRT usage (%)
met2 | 8831 | 43 | 52.7
li1 | 101365 | - | -
met5 | - | 0.031 | 0
met3 | 1930 | 8.4 | 6.89
met4 | 44 | 6.8 | 18.3
met1 | 102192 | 42 | 45.1
[power groups by stage]
| stage | logic [mW] | clock network [mW] | registers, mW |
|---|---|---|---|
| 5_1_grt | 1.98 | 0.000000000661 | 0 |
| 4_1_cts | 1.82 | 0 | 0 |
[per-stage QoR]
step / TNS (ns) / util [%] / setup WS, ns
after floorplan: 0 / - / 17.63
after global placement: -141.86 / 38.6 / -3.31
after detailed placement: -0.132 / 38.6 / -0.132
after CTS: 0 / 38.6 / 0.0347
after global routing: 0 / 38.7 / 0.140
final: 0 / 38.7 / 3.64
[cell families (layout without fill, tap and decap cells)]
logic type,after synthesis,in the layout,synth area share [%]
AND-OR/OR-AND,9314,9314,35.9
multiplexers,309,309,1.92
adder cells (fa/ha/maj),3270,3270,26.1
other,0,52,0
XOR/XNOR,1504,1504,7.80
AND/OR/NAND/NOR,7871,7871,22.1
buffers and inverters,2738,7200,6.12
[placed cells by master, fill, tap and decap left out, types with 349 or more instances in the layout]
master | synthesis | layout
sky130_fd_sc_hd__inv_1 | 1783 | 1733
sky130_fd_sc_hd__o21bai_1 | 349 | 349
sky130_fd_sc_hd__a21o_1 | 1170 | 1169
sky130_fd_sc_hd__o21ai_0 | 1760 | 1752
sky130_fd_sc_hd__nand4_1 | 438 | 438
sky130_fd_sc_hd__nor3_1 | 478 | 477
sky130_fd_sc_hd__xnor2_1 | 939 | 939
sky130_fd_sc_hd__buf_4 | 3 | 5226
sky130_fd_sc_hd__ha_1 | 2835 | 2835
sky130_fd_sc_hd__o21a_1 | 393 | 391
sky130_fd_sc_hd__a21oi_1 | 2588 | 2577
sky130_fd_sc_hd__fa_1 | 435 | 435
sky130_fd_sc_hd__a31oi_1 | 474 | 474
sky130_fd_sc_hd__xor2_1 | 565 | 565
sky130_fd_sc_hd__nand3_1 | 577 | 575
sky130_fd_sc_hd__nor2_1 | 1978 | 1964
sky130_fd_sc_hd__nand2_1 | 2559 | 2549
[cell type report]
type,instances,area (sq um)
repair buffers,5402,41400
well taps,7479,9360
diodes,52,130
inverters,1798,6790
fillers,59173,344000
multi-input cells,22268,159000
[repair_timing]
item	4_1_cts	5_1_grt
gates resized	3	55
hold buffers	0	0
endpoints found under the setup margin	22	61
[how the worst max path moves through the flow]
| stage | startpoint | end | slack [ns] | depth (start not counted) |
|---|---|---|---|---|
| after CTS | b[11] | yyushu[24] | 0.03 | 472 |
| final | a[1] | yyushu[24] | 3.64 | 463 |
| after global routing | b[9] | yyushu[24] | 0.14 | 494 |
[Yosys cell counts, drive strengths merged (349+ instances only)]
cell type	number	area (sq um)
nand3	577	2890
nand2	2560	9610
nor3	480	2420
clkbuf	776	2910
xnor2	939	8220
xor2	565	4950
o21ai	1815	9080
o21bai	349	2620
o21a	393	2950
nor2	1978	7420
inv	1793	6730
a21o	1170	8780
ha	2835	35500
a21oi	2591	13000
a31oi	476	2990
nand4	438	2740
fa	435	8710
Power is estimated from default activity; no workload was simulated.
