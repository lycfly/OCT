**./design.v**
```verilog
`timescale 1ns/1ps
module macc  # (
                parameter SIZEIN = 16, SIZEOUT = 40
               )
               (
                input clk, gate, exter, clear,
                input signed  [SIZEIN-1:0]  a, b,
                input signed  [SIZEIN-1:0]  external_psum,
                input signed  [SIZEOUT-1:0]  internal_psum,
                output reg signed [SIZEOUT-1:0] accum_out
               );
reg signed [2*SIZEIN-1:0] mult_result;
reg signed [SIZEOUT-1:0] PinA, PinB;
always@(*) begin
    if (gate)  
        mult_result = 0;
    else 
        mult_result = a * b ;
    if(clear) PinA = 0;
    else PinA = internal_psum;
    accum_out = PinA + PinB; 
  end
always@(posedge clk) begin
    if(exter) PinB <= external_psum;
    else PinB <= mult_result;
end
endmodule  
`timescale 1ns/1ps
module macc_control
#(
  parameter DATA_WIDTH     = 16,
  parameter IFPAD_WIDTH    = 4,
  parameter WPAD_WIDTH     = 8,
  parameter OFPAD_WIDTH    = 4,
  parameter OUT_DATA_WIDTH = 36,  
  parameter MAX_CLIP_WIDTH = 5,
  parameter MAX_SHIFT_WIDTH = 4
)
(
  input                            clk,
  input                            rst_n,
  input      [IFPAD_WIDTH-1:0]     Para_1Dconv_len,    
  input      [OFPAD_WIDTH-1:0]     Para_filter_num,    
  input      [MAX_CLIP_WIDTH-1:0]  Para_clip_num_max,  
  input      [MAX_SHIFT_WIDTH-1:0] Para_shift_num_max, 
  input                            mode,               
  input                            mac_begin,          
  input                            acc_begin,          
  input                            interrupt,          
  input                            restore,            
  input                            both_pads_ready,
  input      [DATA_WIDTH-1:0]      external_psum,      
  input      [OUT_DATA_WIDTH-1:0]  internal_psum,      
  input      [DATA_WIDTH-1:0]      ifmap_in,           
  input      [DATA_WIDTH-1:0]      weight_in,          
  output reg                       first_clip_flag,    
  output reg                       mac_finish_flag,    
  output wire                      acc_finish_flag,
  output wire                      mul_enable_flag,    
  output reg                       psum_initial_flag,  
  output wire                      acc_enable_flag,    
  output wire                      psum_store_flag,    
  output wire                      shift_finish_flag,
  output wire                      clip_finish_flag,
  output wire [1:0]                accumulate_mode,    
  output wire                      interrupt_state_flag,
  output wire [IFPAD_WIDTH-1:0]    cnt_a,              
  output wire [OFPAD_WIDTH-1:0]    cnt_b,              
  output wire [MAX_SHIFT_WIDTH-1:0]cnt_shift,          
  output wire [MAX_CLIP_WIDTH-1:0] cnt_clip,           
  output     [OUT_DATA_WIDTH-1:0]  accum_out           
);
wire mac_begin_;   
reg shift_begin;   
assign mac_begin_ = mac_begin | shift_begin;  
reg [DATA_WIDTH-1:0] ma;    
reg [DATA_WIDTH-1:0] mb;    
reg [DATA_WIDTH-1:0] external_psum_mac;  
reg [OUT_DATA_WIDTH-1:0] internal_psum_mac;  
reg [IFPAD_WIDTH-1:0]a;     
reg [OFPAD_WIDTH-1:0]b;     
assign cnt_a = a;           
assign cnt_b = b;           
reg mac_finish,mac_finish1;  
reg acc_finish;              
reg mac_all_finish;          
reg interrupt_store;         
reg interrupt_store_delay;   
wire interrupt_store_flag;   
assign interrupt_store_flag = interrupt_store&(~interrupt_store_delay);
reg interrupt_state;         
reg restore_state;           
always@(posedge clk or negedge rst_n) begin
  if(!rst_n) begin
    {interrupt_state,restore_state} <= {1'b0,1'b0};
  end else begin
    if(mac_finish_flag) {interrupt_state,restore_state} <= {1'b0,1'b0};
    else if(interrupt) {interrupt_state,restore_state} <= {1'b1,1'b0};
    else if(restore) {interrupt_state,restore_state} <= {1'b0,1'b1};
    else {interrupt_state,restore_state} <= {interrupt_state,restore_state};
  end
end
assign interrupt_state_flag = interrupt_state;
reg clear,clear_delay1,clear_delay2;
reg gate,gate_delay1,gate_delay2;
reg exter,exter_delay1,exter_delay2;
reg mul_start,mul_start1,mul_start2;
reg acc_start,acc_start1,acc_start2;
assign acc_enable_flag = acc_start|acc_start1|acc_start2;
assign mul_enable_flag = mul_start;                                     
assign psum_store_flag = mac_finish_flag | acc_start2 | interrupt_store_flag;  
assign acc_finish_flag = acc_finish;
always@(posedge clk or negedge rst_n) begin
  if(!rst_n) begin
    {gate,gate_delay1,gate_delay2}    <= {1'b1,1'b1,1'b1};
    {clear,clear_delay1,clear_delay2} <= {1'b1,1'b1,1'b1};
    {exter,exter_delay1,exter_delay2} <= {1'b0,1'b0,1'b0};
    {mul_start,mul_start1,mul_start2} <= {1'b0,1'b0,1'b0};
    {acc_start,acc_start1,acc_start2} <= {1'b0,1'b0,1'b0};
    mac_finish_flag <= 1'b0;
    interrupt_store_delay <= 1'b0;
  end else begin 
    {gate_delay1,gate_delay2} <= {gate,gate_delay1};
    {clear_delay1,clear_delay2} <= {clear,clear_delay1};
    {exter_delay1,exter_delay2} <= {exter,exter_delay1};
    {mul_start1,mul_start2} <= {mul_start,mul_start1};
    {acc_start1,acc_start2} <= {acc_start,acc_start1};
    mac_finish_flag <= mac_finish;
    interrupt_store_delay <= interrupt_store;
  end
end
parameter IDLE      = 3'b000;   
parameter MUL_RUN   = 3'b001;   
parameter MUL_WAIT  = 3'b011;   
parameter MUL_END   = 3'b010;   
parameter MUL_CYC   = 3'b110;   
parameter MUL_NOP   = 3'b111;
parameter ACC_RUN   = 3'b101;   
parameter ACC_END   = 3'b100;   
reg [2:0] mac_curr_state;
reg [2:0] mac_next_state;
reg [2:0] mac_cyc_delay_cnt;
always@(posedge clk or negedge rst_n) begin
    if(!rst_n) mac_curr_state <= IDLE;
    else mac_curr_state <= mac_next_state;
  end
always@(*) begin
    mac_next_state = IDLE;
    case(mac_curr_state)
    IDLE:    if({mac_begin_,acc_begin}==2'b10)      mac_next_state = MUL_RUN; 
             else if({mac_begin_,acc_begin}==2'b01) mac_next_state = ACC_RUN;
             else                              mac_next_state = IDLE;
    MUL_RUN: if(a==Para_1Dconv_len-1) mac_next_state = MUL_WAIT;  
             else if(interrupt)       mac_next_state = MUL_WAIT; 
             else                     mac_next_state = MUL_RUN;
    MUL_WAIT:mac_next_state = MUL_END; 
    MUL_END: if(restore) mac_next_state = MUL_RUN;  
             else if(interrupt_state) mac_next_state = MUL_END;  
             else                     mac_next_state = MUL_CYC;
    MUL_CYC: if (b==Para_filter_num-1) mac_next_state = IDLE;
             else if(mode)             mac_next_state = MUL_NOP;
             else                      mac_next_state = MUL_RUN;
    MUL_NOP: if(mode && mac_cyc_delay_cnt < 1) mac_next_state = MUL_NOP;
             else if (both_pads_ready)         mac_next_state = MUL_RUN;
             else                              mac_next_state = MUL_NOP;
    ACC_RUN: if(a==Para_filter_num-1) mac_next_state = ACC_END; 
             else                     mac_next_state = ACC_RUN;
    ACC_END: mac_next_state = IDLE; 
    default: mac_next_state = IDLE; 
    endcase
  end
always @(posedge clk or negedge rst_n) begin
    if(!rst_n)begin
        a          <= 0;
        b          <= 0;
        clear      <= 1;
        gate       <= 1;
        exter      <= 0;
        mul_start  <= 0;
        mac_finish <= 0;
        mac_all_finish <= 0;
        acc_start  <= 0;
        acc_finish <= 0;
        interrupt_store <= 0;
        mac_cyc_delay_cnt <= 0;
    end else begin
        case(mac_curr_state)
        IDLE: begin
           a <= 0;
           b <= 0;
           mac_cyc_delay_cnt <= 0;
           {clear,gate,exter,mac_finish,mac_all_finish,
             acc_finish,interrupt_store} <= {1'b1,1'b1,1'b0,1'b0,1'b0,1'b0,1'b0};
           {mul_start,acc_start} <= {mac_begin_,1'b0};
         end
        MUL_RUN: begin 
            mac_cyc_delay_cnt <= 0;
            if(a==Para_1Dconv_len-1 || (interrupt )) a <= a;
            else                     a <= a + 1;
            {clear, gate, exter}    <= {1'b0, 1'b0, 1'b0};
            {mac_finish, mul_start} <= {1'b0, 1'b1};
            {acc_finish, acc_start} <= {1'b0, 1'b0};
            interrupt_store <= 0;
          end
        MUL_WAIT: begin
            a <= a; 
            {clear, gate, exter}    <= {1'b0, 1'b0, 1'b0};
            {mac_finish, mul_start} <= {1'b0, 1'b1};
            {acc_finish, acc_start} <= {1'b0, 1'b0};
            interrupt_store <= 0;
          end
        MUL_END: begin
            a <= a;
            {clear, gate, exter}    <= {1'b1, 1'b1, 1'b0};
            if(interrupt_state) {mac_finish, interrupt_store} <= {1'b0, 1'b1};
            else {mac_finish, interrupt_store} <= {1'b1, 1'b0};
            if(restore) mul_start <= 1'b1;
            else mul_start <= 1'b0;
            {acc_finish, acc_start} <= {1'b0, 1'b0};
        end
        MUL_CYC: begin
            a <= 0;           
            if(b==Para_filter_num-1)begin
              b <= 0;
              {mul_start,mac_all_finish} <=  {1'b0,1'b1};
            end else begin
              b <= b + 1; 
              if(mode) {mul_start,mac_all_finish} <=  {1'b0,1'b0};
              else  {mul_start,mac_all_finish} <=  {1'b1,1'b0};
            end
            mac_finish <= 1'b0;
            {clear, gate, exter}    <= {1'b1, 1'b1, 1'b0};
            {acc_finish, acc_start} <= {1'b0, 1'b0};
            interrupt_store <= 0;
          end
        MUL_NOP: begin
            if(mode) 
              if(mac_cyc_delay_cnt == 1) begin
                mac_cyc_delay_cnt <= mac_cyc_delay_cnt;
                {mul_start,mac_all_finish} <=  {1'b1,1'b0};
              end else begin
                mac_cyc_delay_cnt <= mac_cyc_delay_cnt + 1;
                {mul_start,mac_all_finish} <=  {1'b0,1'b0};
              end
            else
              mac_cyc_delay_cnt <= 0;
          end
        ACC_RUN: begin
            if(a==Para_filter_num-1) a <= a;
            else                     a <= a + 1;
            b <= a;
            {clear, gate, exter}    <= {1'b0, 1'b1, 1'b1};
            {mac_finish, mul_start} <= {1'b0, 1'b0};
            {acc_finish, acc_start} <= {1'b0, 1'b1};
          end
        ACC_END: begin
            a <= a;
            b <= b;
            {clear, gate, exter}    <= {1'b1, 1'b1, 1'b0};
            {mac_finish, mul_start} <= {1'b0, 1'b0};
            {acc_finish, acc_start} <= {1'b1, 1'b0};
          end
       default;
     endcase
   end
 end
reg mul_start3;
wire psum_initial_flag_1;
always@(posedge clk or negedge rst_n) begin
    if (!rst_n) begin
       psum_initial_flag <= 0;
       mul_start3 <= 0;
    end else begin 
      psum_initial_flag <= psum_initial_flag_1;
      mul_start3 <= mul_start2;
    end
  end
assign psum_initial_flag_1 = mul_start2&(~mul_start3)&((~first_clip_flag)|restore_state);
assign accumulate_mode = {acc_enable_flag,mul_start2};  
  always@(posedge clk or negedge rst_n) begin
    if (!rst_n) begin
        ma <= 0;
	    mb <= 0;
        external_psum_mac <= 0;
        internal_psum_mac <= 0;        
      end
    else begin
    if(mul_start2) begin       
       ma <= weight_in;
	   mb <= ifmap_in; 
       internal_psum_mac <= internal_psum;  
    end else if(acc_enable_flag) begin   
       ma <= ma;
	   mb <= mb; 
       external_psum_mac <= external_psum;  
        internal_psum_mac <= internal_psum;  
    end else begin
       ma <= ma;
	   mb <= mb; 
       internal_psum_mac <= 0;
       external_psum_mac <= 0;
     end
   end
 end
reg [MAX_SHIFT_WIDTH-1:0] shift_cnt;     
reg [MAX_CLIP_WIDTH-1:0] clip_num_cnt;   
assign cnt_shift = shift_cnt;
assign cnt_clip = clip_num_cnt;
reg shift_mac_finish;  
reg shift_mac_finish_all;  
assign shift_finish_flag = shift_mac_finish;
assign clip_finish_flag = shift_mac_finish_all;
 always@(posedge clk or negedge rst_n) begin
    if (!rst_n) begin
      clip_num_cnt <= 0;
      shift_mac_finish_all <= 0;
    end else begin
      if(mode) begin
        if(shift_mac_finish) begin
          if(clip_num_cnt == Para_clip_num_max-1)begin
             shift_mac_finish_all <= 1;
             clip_num_cnt <= 0;
          end else begin
             shift_mac_finish_all <= 0;
             clip_num_cnt <= clip_num_cnt + 1;
           end
        end else begin
          shift_mac_finish_all <= 0;
          clip_num_cnt <= clip_num_cnt;
        end
      end
      else begin
        shift_mac_finish_all <= 0;
        clip_num_cnt <= 0;
      end
    end
  end
 always@(posedge clk or negedge rst_n) begin
    if (!rst_n) begin
      shift_cnt <= 0;
      shift_begin <= 0;
    end
    else begin
      if(mode)begin
        if(mac_all_finish) begin
          if (shift_cnt == Para_shift_num_max-1) begin
            shift_cnt <= 0;
            shift_begin <= 0;
          end else begin
            shift_cnt <= shift_cnt + 1;
            shift_begin <= 1;
          end
        end else begin
            shift_cnt <= shift_cnt;
            shift_begin <= 0;
          end
        end
    else begin
      shift_begin <= 0;
      shift_cnt <= 0;
    end
  end
end
 always@(posedge clk or negedge rst_n) begin
    if ( !rst_n) begin
      first_clip_flag <= 0;
      shift_mac_finish <= 0;
    end
    else begin
      if (shift_cnt == Para_shift_num_max-1 && mac_all_finish) shift_mac_finish <= 1;
      else shift_mac_finish <= 0;
      if(mac_begin & (clip_num_cnt==0)) first_clip_flag <= 1;
      else if(clip_num_cnt==1) first_clip_flag<= 0;
      else first_clip_flag <= first_clip_flag;
    end
end
macc #(
    .SIZEIN                         ( DATA_WIDTH                    ),
    .SIZEOUT                        ( OUT_DATA_WIDTH                ))
U_MACC_0(
    .clk                            ( clk                           ),
    .gate                           ( gate_delay2                   ),
    .exter                          ( exter_delay1                  ),
    .clear                          ( clear_delay2                  ),
    .a                              ( ma                            ),
    .b                              ( mb                            ),
    .external_psum                  ( external_psum_mac             ),
    .internal_psum                  ( internal_psum_mac             ),
    .accum_out                      ( accum_out                     )
);
endmodule
```
**./run.sh**
```bash
#!/bin/bash
# OpenROAD 26Q1-2900-gdf79404cd8, Yosys 0.63+post, stock flow scripts
make -C /OpenROAD-flow-scripts/flow DESIGN_CONFIG=/design/flow/config.mk WORK_HOME=/design/flow/orfs finish
```
**./config.mk**
```make
export PLATFORM = sky130hd
export DESIGN_NAME = macc_control
export DESIGN_NICKNAME = macc_control
export VERILOG_FILES = /design/flow/design.v
export SDC_FILE = /design/flow/constraint.sdc
export NUM_CORES = 4
export LEC_CHECK = 1
export CORE_UTILIZATION = 30
```
**./constraint.sdc**
```tcl
current_design macc_control

set clk_period 3.7
set clk_io_pct 0.2

create_clock -name clk0 -period $clk_period [get_ports {clk}]

set non_clock_inputs [all_inputs -no_clocks]
set_input_delay [expr $clk_period * $clk_io_pct] -clock clk0 $non_clock_inputs
set_output_delay [expr $clk_period * $clk_io_pct] -clock clk0 [all_outputs]
```
==> flow_metrics.tcl <==
# place-and-route summary
set metrics [dict create \
    slew_viol_final 0 \
    cts.clk_slew.worst_paths_ns 0.07 \
    power_density_nw_per_um2 458 \
    yosysCellCount 284 \
    finalCritPeriodShare 0.741 \
    drive_above_1_share 0.0597 \
    most_common_cell "buf_4" \
    grt_use_met2 0.167 \
    chipHeight_um 97.7 \
    worst_hold_path_type "flop to flop" \
    post_cts_buffers 0 \
    power_leakage_nw 1.54 \
    core_um2 8810 \
    setup_viol 0 \
    relSlewSlack 0.665 \
    synth.distinct_cells 58 \
    worstPathRequired_ns 3.88 \
    power_mw 1.50 \
    top_cells_by_count "buf_4, dfrtp_1, inv_1" \
    critPathKind "primary input to flop" \
    routed_via_density 4.44 \
    yosys_warnings 12 \
    design_area_um2 3270 \
    ff_type "dfrtp_1" \
    track_usage 0.112 \
    dr.pass1.iters 45 \
    clock_path_buffers 2 \
    fin_cells 443 \
    die_w_um 97.7 \
    critical_path_arrival_ns 2.92 \
    clock_latency_ns 0.29 \
    root_buffer "clkbuf_8" \
    use_met3 0.0227 \
    area_leaders "dfrtp_1, buf_4, ha_1" \
    pwr-share-comb 0.381 \
    ys_ff 39 \
    ir_drop_uv 187 \
    overflow 0 \
    drtIter0Drc 73 \
    num_rows 34 \
    htreeDepth 2 \
    post_synth_instance_area_um2 2750 \
    grt_pass1_wl_mm 8.65 \
    p_switching_uw 504 \
    largest_area_cell "dfrtp_1" \
    fp_util 0.312 \
    vias 1968 \
    p_clk_frac 0.184 \
    dpl_cell_area_um2 3190 \
    pwr-share-seq 0.435 \
    top_cell_area_share 0.346 \
    swShare 0.336 \
    max_slew.worst_pin.slew_ns 0.503 \
    cts_buffers 5 \
    p_int_uw 993 \
    busiest_layer "met1" \
    drc 4 \
    ant_nets 0 \
    synth-edff-count 0 \
    boundaryPins 174 \
    wl_per_cell_um 11.7 \
    hold_viol 0 \
    syn_inst 284 \
    chip_area_um2 9550 \
    ys_async_sr_fraction 1.00 \
    post-route-min-period_ns 2.74 \
    warning_count 113 \
    antenna_cells 0 \
    dp.cells 435 \
    ys_seq_share 0.355 \
    violations "DRC" \
    pre_cts_slack_ns 0.646 \
    cts_tree "yes" \
    place_congestion 0.779 \
    worstSetupStartpointType "primary input" \
    grt_use_met1 0.177 \
    outcome "finished with violations" \
    postCtsHoldBufs 0 \
    area_growth_syn_to_layout_pct 18.9 \
    hpwlAfterDp_mm 3.88 \
    fin_worst_skew_ns 0.00662 \
    clock-sinks 39 \
    first_global_vias 1818 \
    synth.avg_cell_area_um2 9.68 \
    yosys-stat-area_um2 2750 \
    wirelength_mm 5.20 \
    cts_resized 0 \
    setup_ws_ns 0.957 \
    portBuffers 48 \
    endpoint_kind "flop" \
    cap_violations 0 \
    clock.fmax_mhz 365 \
    grt_max_degree 40 \
    tns_ns 0 \
    cp_max_fo 5 \
    rsz0062_at_grt "false" \
    antenna_found_initial 0 \
]
per-layer routing:
layer	vias to the layer above	part of all wire
met3	5	0.056
met2	59	0.42
met5	-	0
li1	1003	-
met1	901	0.51
met4	0	0.0098
layout by cell type, fill, tap and decap left out, types with 6 or more instances in the layout:
| master | synthesis | final |
|---|---|---|
| nor3_1 | 9 | 9 |
| o21ai_0 | 11 | 11 |
| clkdlybuf4s50_1 | 0 | 47 |
| xnor2_1 | 14 | 14 |
| inv_1 | 26 | 26 |
| nor2_1 | 11 | 11 |
| ha_1 | 14 | 14 |
| nand2b_1 | 9 | 9 |
| nand2_1 | 8 | 8 |
| dfrtp_1 | 38 | 38 |
| xor2_1 | 9 | 9 |
| a21oi_1 | 8 | 8 |
| conb_1 | 1 | 41 |
| nand3_1 | 6 | 6 |
sequential cells by signal, summed over array words and instances, names as in the netlist, 3 cells and up:
signal	cells
mac_curr_state	8
mac_cyc_delay_cnt	3
b	4
clip_num_cnt	5
a	4
shift_cnt	4
cell families after synthesis:
logic type      Yosys count  share of synthesized area
compound gates           53                      0.138
xor+xnor                 27                      0.107
fa+ha+maj                14                     0.0637
buf+inv                  73                      0.156
flops                    39                      0.355
mux                       6                     0.0228
other cells               1                    0.00136
simple gates             71                      0.156
through the flow:
step | hold WS (ns) | util
finish | 0.387 | 0.371
global route | 0.403 | 0.371
CTS | 0.388 | 0.371
detailed placement | 0.363 | 0.362
global placement | 0.365 | 0.362
floorplan | 0.353 | -
area by class of cell:
cell class | count | area (um2)
Timing Repair Buffer | 49 | 483
Sequential cell | 39 | 977
Fill cell | 861 | 5540
Clock buffer | 8 | 80.1
Multi-Input combinational cell | 212 | 1490
Tap cell | 108 | 135
Inverter | 27 | 101
final timing paths:
check                                        start                     to  slack [ns]  depth (start not counted)
worst max-delay path            Para_filter_num[0]                   a[3]        0.96                          8
worst min-delay path                    mac_finish        mac_finish_flag        0.39                          0
worst max register to register                a[2]                   a[3]        1.79                          5
worst min register to register          mac_finish        mac_finish_flag        0.39                          0
max in group asynchronous                    rst_n      mac_curr_state[0]        2.82                          2
min in group asynchronous                    rst_n  interrupt_store_delay        0.51                          2
power groups by stage:
stage,combinational [mW],sequential [mW],clock (mW)
5_1_grt,0.639,0.670,0.305
4_1_cts,0.578,0.651,0.285
6_report,0.571,0.651,0.275
worst max-delay path: stages:
cell             delay, ns
clkdlybuf4s50_1       0.56
inv_1                 0.07
ha_1                  0.23
xor3_1                0.41
nor4_4                0.33
nand3_2               0.17
and3_4                0.22
a22o_1                0.20
No activity file was given, so power comes from the tool's default toggle rates.
