`flow/config.mk`:
```
export PLATFORM = sky130hd
export DESIGN_NAME = load_fmap
export DESIGN_NICKNAME = load_fmap
export VERILOG_FILES = /design/flow/design.v
export SDC_FILE = /design/flow/constraint.sdc
export NUM_CORES = 4
export LEC_CHECK = 1
export CORE_UTILIZATION = 30
export SYNTH_MEMORY_MAX_BITS = 65536
```
`flow/constraint.sdc`:
```
current_design load_fmap

set clk_period 10.4
set clk_io_pct 0.2

create_clock -name clk0 -period $clk_period [get_ports {clk}]

set non_clock_inputs [all_inputs -no_clocks]
set_input_delay [expr $clk_period * $clk_io_pct] -clock clk0 $non_clock_inputs
set_output_delay [expr $clk_period * $clk_io_pct] -clock clk0 [all_outputs]
```
`flow/design.v`:
```
`timescale 1ns/1ps
module fifo
  #(
    parameter DEPTH_WIDTH = 1,
    parameter DATA_WIDTH = 1,
    parameter ENABLE_BYPASS = 1   
    )
   (
    input         clk,
    input         rst_n,
    input [DATA_WIDTH-1:0]  wr_data_i,
    input         wr_en_i,
    output wire [DATA_WIDTH-1:0] rd_data_o,
    input         rd_en_i,
    output wire      full_o,
    output wire      empty_o
    );
   localparam DW = (DATA_WIDTH  < 1) ? 1 : DATA_WIDTH;
   localparam AW = (DEPTH_WIDTH < 1) ? 1 : DEPTH_WIDTH;
   reg [AW:0] write_pointer;
   reg [AW:0] read_pointer;
   wire almost_full;
   wire full_o_tmp;
   assign full_o = almost_full;
   wire          empty_int = (write_pointer[AW] ==
            read_pointer[AW]);
   wire          full_or_empty = (write_pointer[AW-1:0] ==
          read_pointer[AW-1:0]);
   assign full_o_tmp  = full_or_empty & !empty_int;
   assign empty_o = full_or_empty & empty_int;
   assign almost_full = (write_pointer[AW-1:0]+1 ==read_pointer[AW-1:0])|full_o_tmp;
   always @(posedge clk) begin
      if (wr_en_i)
  write_pointer <= write_pointer + 1'd1;
      if (rd_en_i)
  read_pointer <= read_pointer + 1'd1;
      if (!rst_n) begin
   read_pointer  <= 0;
   write_pointer <= 0;
      end
   end
  reg [DW-1:0]     mem[(1<<AW)-1:0];
  reg [DW-1:0]     rdata;
generate
if (ENABLE_BYPASS) begin : bypass_gen
   reg [DW-1:0]     din_r;
   reg          bypass;
   assign rd_data_o = bypass ? din_r : rdata;
   always @(posedge clk)
     if (rd_en_i)
       din_r <= wr_data_i;
   always @(posedge clk)
     if (write_pointer[AW-1:0] == read_pointer[AW-1:0] && wr_en_i && rd_en_i)
       bypass <= 1;
     else if (rd_en_i)
       bypass <= 0;
end else begin
   assign rd_data_o = rdata;
end
endgenerate
   always @(posedge clk) begin
      if (wr_en_i)
  mem[write_pointer[AW-1:0]] <= wr_data_i;
      if (rd_en_i)
  rdata <= mem[read_pointer[AW-1:0]];
   end
endmodule
`timescale 1ns/1ps
module load_fmap
#(
  parameter  DATA_WIDTH              = 16,
  parameter  PARA_WIDTH              = 8,
  parameter  PE_FIFO_SIZE            = 2,
  parameter  ADDRESSWIDTH_F_PAD      = 8,
  parameter  ADDRESSWIDTH_W_PAD      = 8
)
(
input                                      clk, 
input                                      rst_n,
input                                      fmap_load_start,
input             [DATA_WIDTH-1:0]         fmap_in,
input                                      fmap_in_en,
input                                      load_full_cloumn,
input             [ADDRESSWIDTH_W_PAD-1:0] weight_num,              
input             [ADDRESSWIDTH_F_PAD-1:0] pixel_num,               
input             [ADDRESSWIDTH_F_PAD-1:0] load_one_cloumn_num,     
input             [ADDRESSWIDTH_F_PAD-1:0] raddra_ifmap,            
output                                     fifo_full,
output            [DATA_WIDTH-1:0]         fmap_out,                 
output reg                                 fmap_ready_to_pe,
output wire       [ADDRESSWIDTH_F_PAD-1:0] pixel_point,              
output reg                                 load_one_cloumn_finish,
output                                     pad_data_ready,
output                                     pad_full
    );
parameter FIFO2RAM_RATIO = DATA_WIDTH/DATA_WIDTH;  
   wire [DATA_WIDTH-1:0] fifo_rd_data;
   reg 	     fifo_rd_en;                                  
   wire 	 empty;
   fifo
     #(.DEPTH_WIDTH (PE_FIFO_SIZE),
       .DATA_WIDTH (DATA_WIDTH))
   fifo_fmap
     (
      .clk       (clk),
      .rst_n     (rst_n),
      .wr_en_i   (fmap_in_en),
      .wr_data_i (fmap_in),
      .full_o    (fifo_full),
      .rd_en_i   (fifo_rd_en),
      .rd_data_o (fifo_rd_data),
      .empty_o   (empty));
localparam [31:0]  RATIO_W = $clog2(FIFO2RAM_RATIO);
reg                                    wea_ifmap;          
reg           [ADDRESSWIDTH_F_PAD-1:0] waddra_ifmap;       
reg           [ADDRESSWIDTH_F_PAD-1:0] waddra_ifmap_delay1;       
wire          [DATA_WIDTH-1:0]         ram_fmap_in;
always @(posedge clk or negedge rst_n) begin
  if(!rst_n) begin
    waddra_ifmap_delay1 <= 0;
  end else begin
    waddra_ifmap_delay1<=waddra_ifmap;   
  end
end
reg    [DATA_WIDTH-1:0] feature_out_reg;
reg     [DATA_WIDTH-1: 0]   feature_pad[(1<<ADDRESSWIDTH_F_PAD)-1:0];
always @ (posedge clk) begin
  if(wea_ifmap) begin
    feature_pad[waddra_ifmap_delay1] <= ram_fmap_in;
  end
  feature_out_reg <= feature_pad[raddra_ifmap];
end
assign fmap_out = feature_out_reg;
assign ram_fmap_in = fifo_rd_data;
reg load_full_cloumn_flg;     
reg load_data_finish_flag;
reg loading_one_column_flg;
reg [ADDRESSWIDTH_F_PAD-1:0]pixel_point_;
reg [1:0] FSM;
parameter INITIAL        = 2'b00;
parameter WAIT           = 2'b01;
parameter LOAD_FROM_FIFO = 2'b11;
wire [ADDRESSWIDTH_F_PAD:0]next_pixel_point;
assign next_pixel_point = pixel_point_ + load_one_cloumn_num;
wire [ADDRESSWIDTH_F_PAD-1:0] flag_pixel_point =  load_full_cloumn_flg?next_pixel_point:pixel_point_;
wire one_column_flag = waddra_ifmap == flag_pixel_point-1;
wire all_column_flag = waddra_ifmap == pixel_num -1;
wire [1:0] control_bits = {all_column_flag,load_full_cloumn_flg};
always @(posedge clk or negedge rst_n) begin
	if (!rst_n) begin
		FSM              <= 0;
		wea_ifmap        <= 0;
		waddra_ifmap     <= 0;
		fifo_rd_en       <= 0;
		fmap_ready_to_pe <= 0;
		pixel_point_           <= 0;
		load_one_cloumn_finish <= 0;
		load_full_cloumn_flg   <= 1;
        loading_one_column_flg <= 0;
        load_data_finish_flag <= 0;
      end
	else begin
		 case(FSM)
		 INITIAL: begin
		 	fmap_ready_to_pe <= 0;	
		    load_one_cloumn_finish <= 0; 
		    wea_ifmap <= 0;
		    fifo_rd_en <= 0;
	 		if (fmap_load_start)begin
                load_data_finish_flag <= 0;
 	        	if(load_full_cloumn)begin
 	        	    load_full_cloumn_flg <= 1;
                    loading_one_column_flg <= 0;
 	        		pixel_point_ <= 0;
 	        		waddra_ifmap <= 0;
                  end
 	        	else begin
 	        	    load_full_cloumn_flg <= 0;
                    loading_one_column_flg <= 1;
 	        		waddra_ifmap <= pixel_point_;
                    pixel_point_ <= next_pixel_point;
                  end
 	        	FSM <= WAIT;
              end
 	        else begin
                load_data_finish_flag <= load_data_finish_flag;
 	        	FSM <= INITIAL;
              end
            end
		 WAIT: begin
		    fmap_ready_to_pe <= 0;	
		    load_one_cloumn_finish <= 0; 
	 	    if (!empty && ((load_one_cloumn_num==1)|!load_one_cloumn_finish))begin
    			fifo_rd_en <= 1;
    			wea_ifmap <= 0;
    			FSM <= LOAD_FROM_FIFO;
    		end 
		 	else begin
		 		FSM <= WAIT;
		 		fifo_rd_en <= 0;
		 		wea_ifmap <= 0;
              end
            end
        LOAD_FROM_FIFO: begin
        	fifo_rd_en <= 0;
            wea_ifmap <= 1;
        	waddra_ifmap <= waddra_ifmap + 1;
            if(one_column_flag) begin
              load_one_cloumn_finish <= 1;
              loading_one_column_flg <= 0;
              case(control_bits)
              2'b11,2'b10:
                    begin
                      fmap_ready_to_pe <= 1;
        	          FSM <= INITIAL;
        	          pixel_point_ <= 0;
                      load_data_finish_flag <= 1;
                    end
              2'b01: begin
        	    	  fmap_ready_to_pe <= 0;
        	    	  FSM <= WAIT;
	        		  pixel_point_ <= next_pixel_point;
                    end
              2'b00:begin
	        		  fmap_ready_to_pe <= 1;
	        	      FSM <= INITIAL;
	        	      pixel_point_ <= pixel_point_;
                    end
              default:;
              endcase
            end
        	else begin
        		load_one_cloumn_finish <= 0;
        		fmap_ready_to_pe <= 0; 
        		FSM <= WAIT;
              end
          end
        default;
		endcase
      end
    end
wire [ADDRESSWIDTH_F_PAD-1:0] addr_gap = waddra_ifmap-raddra_ifmap;
wire addr_closed = (addr_gap<3) & (raddra_ifmap!=0);    
assign pixel_point = load_full_cloumn_flg?0:pixel_point_;
assign  pad_data_ready = load_full_cloumn_flg?(waddra_ifmap > 3):1;
assign  pad_full = load_full_cloumn_flg?(addr_closed)&(~load_data_finish_flag):(loading_one_column_flg&addr_gap<2);
endmodule
```
`flow/run.sh`:
```
#!/bin/bash
# OpenROAD 26Q1-2900-gdf79404cd8, Yosys 0.63+post, stock flow scripts
make -C /OpenROAD-flow-scripts/flow DESIGN_CONFIG=/design/flow/config.mk WORK_HOME=/design/flow/orfs finish
```
==> out/results.ini <==
[finish]
drive_gt1_share_pct = 31.93
top_register = feature_pad
fill_cells = 48520
layout_top_cells = 4192 x edfxtp_1, 1342 x mux4_2, 439 x buf_4
layout_top_cell = edfxtp_1
largest_reg_flops = 4096
area_growth_pct = 15.79

[floorplan]
dieHeight_um = 740.7
chip_area_um2 = 548600
io_pins = 82
core-area_um2 = 542200
rows = 270
fp.dieW_um = 740.7
initCoreUtil_pct = 30.19

[synthesis]
synth-seq-cells = 4249
ys_chip_area_um2 = 163700
yosys_warnings = 2
ys_cells = 6825
async_flop_share_pct = 0.8002
syn_area_per_cell_um2 = 23.98
synth_cells = 6825
netlist_area_um2 = 163700
yosysTopAreaCellShare_pct = 76.90
synth_cell_types = 68
area_leaders = edfxtp_1 77%, mux4_2 18%, nor2_1 0.65%
ff_type = edfxtp_1
edf_count = 4192
ys_seq_share_pct = 77.70
top_area_cell = edfxtp_1

[clock_network]
clockRootBuffer = clkbuf_16
clk-insertion-delay-late_ps = 990
cts_buffers = 416
hold_buffers = 0
cts_tree = done
htreeDepth = 5
cts_setup_buffers = 0
clk_pin_slew_worst_paths_ps = 60
clkSinkCount = 4249
post_cts_resized = 0
clockBufferDepth = 4

[placement]
place_ws_ps = 2078
io_buffers = 73
place.detailed.hpwl_um = 235400
gp_congestion = 0.8841

[worst_setup_path]
cp_slowest_stage_delay_ps = 600
start_kind = primary input
critPathBufInv = 3
crit_chain = buf_8, inv_1, ha_1, nor2b_1, o21ai_0, a21oi_1, o21a_1, o21ai_0, nand2b_1, a21oi_1, xnor2_1, nor4_1, clkdlybuf4s50_1
cp_top_family = buffers and inverters
worst_path_max_delay_cell = clkdlybuf4s50_1
cp-end-kind = output pin
worst-path-max-fanout = 62
arrival_ps = 5390
critPathKind = in -> out
crit_required_ps = 8320

[timing]
final_max_slew_viol_count = 0
slew_headroom_pct = 25.09
fin_skew_ps = 91.64
hold_violations = 0
setup_ws_ps = 2933
setup-tns-final_ps = 0
rsz0062_at_grt = no
final.min_clock_period_ps = 7467
post-route-period-util_pct = 71.80
tightest_slew_ps = 1118
setup_viol_count_final = 0
fmax_ghz = 0.1339

[grt]
track_usage_pct = 15.87
grt_antenna_before_repair = 25
grt_pass1_vias = 83630
grt_pass1_wl_um = 582000
grt-ovfl-total = 0
grt_max_degree = 98

[routing]
drt_iter0_drc = 4797
wl_per_cell_um = 27.07
drc = 0
antenna_left = 0
vias_per_cell = 4.941
vias = 73930
routed_wirelength_um = 405000
dr.pass1.iters = 7

[status]
status = finished, final reports clean

[power]
total_power_uw = 35130
p_leak_uw = 0.05797
power_density_nw_per_um2 = 185.3
peakVddDrop_mv = 0.1718

[worst_hold_path]
worst_hold_path_type = reg -> reg

[job]
warning_count = 37
maxCapViolCount = 0

-- metal layers --
metal  vias up  wire (um)  GRT usage (%)
met5         -        798          1.013
met4        28      13380          4.164
met3       659      78330          14.38
met2      5212     195600          24.48
met1     37610     116900          15.22
li1      30410          -              -
-- where the power goes --
group | total (uW) | internal [uW] | switching (uW) | leakage (uW)
Combinational | 1400 | 647 | 752 | 0.0130
Sequential | 18600 | 18500 | 34.6 | 0.0382
Clock | 15100 | 8710 | 6440 | 0.00675
-- cells in the mapped netlist (all sizes together), types with 3 or more instances --
master	instances
buf	175
nor2b	18
a21o	4
nand2	159
nand2b	8
mux2i	24
a21oi	28
o32ai	4
xor2	11
a31oi	26
nor4	4
dfxtp	23
nor2	285
nand3b	5
xnor2	26
o31ai	3
dfrtp	32
mux4	1342
nor3	16
a211oi	8
ha	22
a221o	3
o21a	5
o22ai	11
or4	3
and2	10
o21ai	15
nand4	3
mux2	19
and3	29
inv	36
o211ai	5
or3	3
clkbuf	195
a211o	4
nand3	37
edfxtp	4192
-- metrics by stage --
stage               hold slack (ps)  area [um2]  instances  util, %
finish                        546.3      189600      14960    34.96
global route                  565.4      189500      14960    34.96
CTS                           546.1      189500      14950    34.96
detailed placement            532.4      175700      14180    32.40
global placement              522.5      175700      14180    32.40
floorplan                     351.9      163700       6825        -
-- worst paths after layout --
| path | from | to | slack (ps) | cells past startpoint |
|---|---|---|---|---|
| worst max-delay path | raddra_ifmap[1] | pad_full | 2930 | 13 |
| worst min-delay path | loading_one_column_flg | loading_one_column_flg | 550 | 1 |
| worst max register to register | pixel_point_[0] | loading_one_column_flg | 6240 | 15 |
| worst min register to register | loading_one_column_flg | loading_one_column_flg | 550 | 1 |
| max in group asynchronous | rst_n | FSM[0] | 8860 | 2 |
| min in group asynchronous | rst_n | fifo_rd_en | 1170 | 2 |
-- layout make-up --
class	count	area, um2	share of cell area (%)
Sequential cell	4249	127200	67.10
Multi-Input combinational cell	2168	35160	18.55
Clock buffer	505	10860	5.727
Tap cell	7208	9019	4.758
Timing Repair Buffer	516	4129	2.178
Clock inverter	270	3014	1.590
Inverter	38	160.2	0.08449
Antenna cell	8	20.02	0.01056
-- kinds of logic (layout without fill, tap and decap cells) --
logic type / Yosys count / after routing / share of synthesized area [%]
flops: 4249 / 4249 / 77.70
mux: 1385 / 1385 / 18.74
simple gates: 589 / 589 / 1.557
buf+inv: 408 / 1329 / 1.052
compound gates: 133 / 133 / 0.5580
xor+xnor: 37 / 37 / 0.1980
fa+ha+maj: 24 / 24 / 0.1926
other cells: 0 / 8 / 0
Power figures rest on the tool's default switching activity, not on a simulated workload.
